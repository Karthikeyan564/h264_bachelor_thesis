===== ./config.mk =====
export PLATFORM = sky130hd
export DESIGN_NAME = quat_ip
export DESIGN_NICKNAME = quat_ip
export VERILOG_FILES = /design/flow/design.v
export SDC_FILE = /design/flow/constraint.sdc
export NUM_CORES = 4
export LEC_CHECK = 1
export CORE_UTILIZATION = 50

===== ./constraint.sdc =====
current_design quat_ip

set clk_period 10.2
set clk_io_pct 0.2

create_clock -name clk0 -period $clk_period [get_ports {en}]

set non_clock_inputs [all_inputs -no_clocks]
set_input_delay [expr $clk_period * $clk_io_pct] -clock clk0 $non_clock_inputs
set_output_delay [expr $clk_period * $clk_io_pct] -clock clk0 [all_outputs]

===== ./design.v =====
`timescale 1ns / 1ps
module quat_ip(input en, input [8:0][7:0] int_pix, half_cand, input [7:0][7:0] half_pix, input [3:0] best, output reg [8:0][7:0] quat);
reg [7:0][7:0] x, y;
genvar i;
generate
    for (i=0; i<4; i++) begin
        two_tf duty (.x(x[i]), .y(y[i]), .quat(quat[i]));
    end
endgenerate
generate
    for (i=5; i<9; i++) begin
        two_tf duty (.x(x[i-1]), .y(y[i-1]), .quat(quat[i]));
    end
endgenerate
always @ (posedge en)
begin
case(best)
4'b0000: begin 
         x[0] <= int_pix[0]; y[0]<=half_cand[0]; 
         x[1] <= half_pix[0]; y[1]<=half_cand[0]; 
         x[2] <= int_pix[1]; y[2]<=half_cand[0]; 
         x[3] <= half_pix[7]; y[3]<=half_cand[0]; 
         quat[4] <= half_cand[0]; 
         x[4] <= half_cand[1]; y[4]<=half_cand[0]; 
         x[5] <= int_pix[3]; y[5]<=half_cand[0]; 
         x[6] <= half_cand[3]; y[6]<=half_cand[0]; 
         x[7] <= int_pix[4]; y[7]<=half_cand[0]; 
         end
4'b0001:begin 
         x[0] <= half_pix[0]; y[0]<=half_cand[1]; 
         x[1] <= int_pix[1]; y[1]<=half_cand[1]; 
         x[2] <= half_pix[1]; y[2]<=half_cand[1]; 
         x[3] <= half_cand[0]; y[3]<=half_cand[1]; 
         quat[4] <= half_cand[1];
         x[4] <= half_cand[2]; y[4]<=half_cand[1]; 
         x[5] <= half_cand[3]; y[5]<=half_cand[1]; 
         x[6] <= int_pix[4]; y[6]<=half_cand[1]; 
         x[7] <= half_cand[5]; y[7]<=half_cand[1]; 
         end
4'b0010:begin 
         x[0] <= int_pix[1]; y[0]<=half_cand[2]; 
         x[1] <= half_pix[1]; y[1]<=half_cand[2]; 
         x[2] <= int_pix[2]; y[2]<=half_cand[2]; 
         x[3] <= half_cand[1]; y[3]<=half_cand[2]; 
         quat[4] <= half_cand[2]; 
         x[4] <= half_pix[2]; y[4]<=half_cand[2]; 
         x[5] <= int_pix[4]; y[5]<=half_cand[2]; 
         x[6] <= half_cand[5]; y[6]<=half_cand[2]; 
         x[7] <= int_pix[5]; y[7]<=half_cand[2]; 
         end
4'b0011:begin 
         x[0] <= half_pix[7]; y[0]<=half_cand[3]; 
         x[1] <= half_cand[0]; y[1]<=half_cand[3]; 
         x[2] <= half_cand[1]; y[2]<=half_cand[3]; 
         x[3] <= int_pix[3]; y[3]<=half_cand[3]; 
         quat[4] <= half_cand[3]; 
         x[4] <= int_pix[4]; y[4]<=half_cand[3]; 
         x[5] <= half_pix[6]; y[5]<=half_cand[3]; 
         x[6] <= half_cand[6]; y[6]<=half_cand[3]; 
         x[7] <= half_cand[7]; y[7]<=half_cand[3]; 
         end
4'b0100:begin 
         x[0] <= half_cand[0]; y[0]<=half_cand[4]; 
         x[1] <= half_cand[1]; y[1]<=half_cand[4]; 
         x[2] <= half_cand[2]; y[2]<=half_cand[4]; 
         x[3] <= half_cand[3]; y[3]<=half_cand[4]; 
         quat[4] <= half_cand[4]; 
         x[4] <= half_cand[5]; y[4]<=half_cand[4]; 
         x[5] <= half_cand[6]; y[5]<=half_cand[4]; 
         x[6] <= half_cand[7]; y[6]<=half_cand[4]; 
         x[7] <= half_cand[8]; y[7]<=half_cand[4]; 
         end
4'b0101:begin 
         x[0] <= half_cand[1]; y[0]<=half_cand[5]; 
         x[1] <= half_cand[2]; y[1]<=half_cand[5]; 
         x[2] <= half_pix[2]; y[2]<=half_cand[5]; 
         x[3] <= int_pix[4]; y[3]<=half_cand[5]; 
         quat[4] <= half_cand[5]; 
         x[4] <= int_pix[5]; y[4]<=half_cand[5]; 
         x[5] <= half_cand[7]; y[5]<=half_cand[5]; 
         x[6] <= half_cand[8]; y[6]<=half_cand[5]; 
         x[7] <= half_pix[3]; y[7]<=half_cand[5]; 
         end
4'b0110:begin 
         x[0] <= int_pix[3]; y[0]<=half_cand[6]; 
         x[1] <= half_cand[3]; y[1]<=half_cand[6]; 
         x[2] <= int_pix[4]; y[2]<=half_cand[6]; 
         x[3] <= half_pix[6]; y[3]<=half_cand[6]; 
         quat[4] <= half_cand[6]; 
         x[4] <= half_cand[7]; y[4]<=half_cand[6]; 
         x[5] <= int_pix[6]; y[5]<=half_cand[6]; 
         x[6] <= half_pix[5]; y[6]<=half_cand[6]; 
         x[7] <= int_pix[7]; y[7]<=half_cand[6]; 
         end
4'b0111:begin 
         x[0] <= half_cand[3]; y[0]<=half_cand[7]; 
         x[1] <= int_pix[4]; y[1]<=half_cand[7]; 
         x[2] <= half_cand[5]; y[2]<=half_cand[7]; 
         x[3] <= half_cand[6]; y[3]<=half_cand[7]; 
         quat[4] <= half_cand[7]; 
         x[4] <= half_cand[8]; y[4]<=half_cand[7]; 
         x[5] <= half_pix[5]; y[5]<=half_cand[7]; 
         x[6] <= int_pix[7]; y[6]<=half_cand[7]; 
         x[7] <= half_pix[4]; y[7]<=half_cand[7]; 
         end
4'b1000:begin 
         x[0] <= int_pix[4]; y[0]<=half_cand[8]; 
         x[1] <= half_pix[5]; y[1]<=half_cand[8]; 
         x[2] <= int_pix[5]; y[2]<=half_cand[8]; 
         x[3] <= half_cand[7]; y[3]<=half_cand[8]; 
         quat[4] <= half_cand[8]; 
         x[4] <= half_pix[3]; y[4]<=half_cand[8]; 
         x[5] <= int_pix[7]; y[5]<=half_cand[8]; 
         x[6] <= half_pix[4]; y[6]<=half_cand[8]; 
         x[7] <= int_pix[8]; y[7]<=half_cand[8]; 
         end
default:begin 
         x[0] <= int_pix[0]; y[0]<=half_cand[0]; 
         x[1] <= half_pix[0]; y[1]<=half_cand[0]; 
         x[2] <= int_pix[1]; y[2]<=half_cand[0]; 
         x[3] <= half_pix[7]; y[3]<=half_cand[0]; 
         quat[4] <= half_cand[0]; 
         x[4] <= half_cand[1]; y[4]<=half_cand[0]; 
         x[5] <= int_pix[3]; y[5]<=half_cand[0]; 
         x[6] <= half_cand[3]; y[6]<=half_cand[0]; 
         x[7] <= int_pix[4]; y[7]<=half_cand[0]; 
         end
endcase
end
endmodule
`timescale 1ns / 1ps
module two_tf(input [7:0] x, y, output [7:0] quat);
assign quat = (x+y+1) >> 1;
endmodule

===== ./run.sh =====
#!/bin/bash
# OpenROAD 26Q1-2900-gdf79404cd8, Yosys 0.63+post, stock flow scripts
make -C /OpenROAD-flow-scripts/flow DESIGN_CONFIG=/design/flow/config.mk WORK_HOME=/design/flow/orfs finish

==> results.txt <==
Implementation results. Number of nets with antenna violations after routing landed at 0. The mapped netlist covers roughly 8000 µm². Total wire length landed at between 30000 and 40000 µm. Global-route total usage across every layer landed at 0.418.

The signal on the critical path passes through inv_1 > fa_1 > nor2b_1 > o21ai_0 > a21oi_1 > nor3b_1 > nor3_1 > clkdlybuf4s50_1. Total of hold buffers inserted after clock tree synthesis landed at 0. Number of cell instances after yosys synthesis landed at between 900 and 1k. STA classifies the critical path startpoint as a register.

STA classifies the critical path endpoint as an output port. Final critical path time including I/O delays and setup landed at ~5.3 ns. Hold slack landed at around 2.3 ns. Buffers placed on the I/O ports in this run total 284. The initial antenna violation count was 1. First-pass GRT wire length landed at between 50000 and 60000 µm. Via count of the first global-routing pass landed at 9087. Slew at the pin closest to its max-slew limit landed at around 0.89 ns. Max-slew check failures listed in the final report amount to 0.

According to the hold report, the worst path is of the primary input to register type. The leakage component of the power was reported as roughly 4.5 nW. Looking at the setup timing report, the critical path kind is register to output port. Note, the detailed placer reported a final HPWL of 25300 µm.

Number of unique standard cell types used by synthesis landed at 49. The script logs the ratio of routed vias to standard cells as roughly 6.7. After floorplanning, the core was divided into 45 placement rows. Per the log, the first TritonRoute iteration ended with a DRC count of around 1.2k. Looking at the critical path, the single cell with the biggest stage delay is dfxtp_1. For reference, the final report shows the hold violation count at 0.

Remaining max-slew budget at the tightest pin landed at 0.410. Wire length per cell landed at ~23 µm. Total clock sinks landed at 72. Pre-placement core utilization landed at 0.517. Once layout is done, the placed cells without fillers occupy 11200 µm².

Cell resize tally after clock tree synthesis landed at 0. Area added between synthesis and finish landed at 40.5%. After clock tree synthesis, the setup repair step added 0 buffers. Synthesized instance count landed at a little under 1k. The critical path maximum fanout is 15. Worst slack at placement landed at 5.28 ns. The synthesized netlist has a Yosys-reported chip area of 7950 µm². Logic area landed at between 6000 and 7000 µm². The layout report lists the combined flip-flop and latch area as around 1400 µm².

Per the post-run analysis, buffers plus inverters along the critical path come to 2. Worst path arrival time landed at between 3 and 4 ns. The critical path runs through a total of 8 cells. Yosys synthesis warning count landed at 1. Measured along the x axis, the die boundary spans ~130 µm.

In this run the worst setup path begins at quat[33]. Post-route worst setup slack landed at 4.94 ns. Number of logged tool warnings landed at 26. TritonCTS built the clock tree. Average cell area after synthesis landed at 7.99 µm². 285 I/O pins were placed. Per the detail_route report, the via count comes to between 9k and 10k.

For reference, the clock transition at the flip-flops on the worst setup and hold paths is approximately 0.07 ns. The run finished with clean final reports. Per the finish-stage timing summary, setup violations number 0.

The H-tree was split into 3 levels. Looking at the clock tree report, the root buffer type is clkbuf_16. Area of the core region landed at 15400 µm². The clock passes through at most 2 buffers.

Number of filler cells placed in the layout landed at 1148. Cell area after placement landed at between 10000 and 15000 µm². Global route total overflow landed at 0. Ratio of cells with drive above 1 in the final layout landed at 0.0639. Overall die area landed at between 15000 and 20000 µm².

Number of detailed-route iterations in the first pass landed at 10. Entering global routing, the biggest net connects between 40 and 50 pins. Post-detailed-route DRC marker count landed at 0. Number of clock buffers inserted by TritonCTS landed at 9.

Total of max-cap violations landed at 0. Following the worst setup path forward leads to its endpoint at quat[71]. Setup repair after global routing left no endpoint under its margin. Maximum vdd drop landed at approximately 0.000094 V. Per Yosys stat, the portion of area used by sequential elements is 0.181.

Total power normalized to cell area comes to 135 nW/µm². Broken down by cell family, the worst path's largest delay share belongs to flip-flops. According to the floorplan report, the die height is between 100 and 150 µm. Post-route setup TNS landed at 0 ns. Number of flip-flops and latches in the synthesized netlist landed at between 70 and 80. Post-route clock period utilization landed at 0.516. The final weighted congestion recorded by global placement is 1.02. Upper clock frequency limit landed at ~190 MHz.

Maximum single-stage delay on the critical path landed at approximately 0.83 ns. Data required time of the critical path landed at 8.16 ns.
## cell usage after synthesis, drive strengths merged
master | number | area, µm²
o211ai | 8 | 60.1
a222oi | 11 | 110
a21oi | 85 | 425
mux2i | 75 | 751
and2 | 4 | 25.0
o21ai | 26 | 130
nor2 | 52 | 203
a211oi | 11 | 82.6
nand2b | 6 | 37.5
nand2 | 89 | 334
a311o | 1 | 10.0
xor2 | 22 | 193
and3 | 2 | 12.5
nor2b | 12 | 77.6
a22o | 1 | 8.76
a21o | 4 | 30.0
a221oi | 34 | 298
or3 | 3 | 18.8
a221o | 1 | 10.0
inv | 14 | 52.6
o22ai | 57 | 357
ha | 56 | 701
o21bai | 5 | 37.5
dfxtp | 72 | 1440
o221ai | 1 | 8.76
mux2 | 21 | 236
a211o | 3 | 26.3
nor3 | 7 | 45.0
clkbuf | 32 | 120
xnor2 | 27 | 236
a31oi | 1 | 6.26
buf | 51 | 273
a22oi | 137 | 1030
nand3b | 22 | 165
nand3 | 14 | 70.1
mux4 | 1 | 22.5
fa | 8 | 160
nor3b | 3 | 27.5
or2 | 7 | 43.8
and3b | 1 | 8.76
o22a | 8 | 70.1
## layout make-up
type	instances	share of cell area
Clock inverter	6	0.00627
Tap cell	211	0.0236
Multi-Input combinational cell	826	0.546
Sequential cell	72	0.129
Antenna cell	1	0.000224
Inverter	14	0.00470
Timing Repair Buffer	308	0.269
Clock buffer	10	0.0205
## how the worst min path moves through the flow
stage             from  endpoint  slack (ns)  cells after the start
5_1_grt   half_pix[56]     x[24]        2.34                      3
4_1_cts   half_pix[56]     x[24]        2.30                      3
6_report  half_pix[56]     x[24]        2.30                      3
## cells by family (layout without fill, tap and decap cells)
family	Yosys count	count (layout)	share of synthesized area
AOI/OAI and AO/OA	394	394	0.339
xor gates and xnor gates	49	49	0.0540
adders and majority gates	64	64	0.108
buffers and inverters	97	338	0.0560
DFF	72	72	0.181
muxes	97	97	0.127
other	0	1	0
and+or+nand+nor	222	222	0.134
## through the flow
stage,total power [mW],utilization,cells
2_1_floorplan,0.720,-,995
3_3_place_gp,1.18,0.708,1431
3_5_place_dp,1.19,0.708,1431
4_1_cts,1.50,0.727,1447
5_1_grt,1.60,0.727,1448
6_report,1.51,0.727,1448
## power breakdown
| group | internal [mW] | total (mW) | switching (mW) |
|---|---|---|---|
| Sequential | 0.320 | 0.359 | 0.0387 |
| Combinational | 0.485 | 0.836 | 0.350 |
| Clock | 0.190 | 0.319 | 0.129 |
| Total | 0.995 | 1.51 | 0.518 |
## flip-flops by register name, indices dropped and copies added, names as in the netlist
signal and flops:
y 1, quat 7, x 64
## placed cells by master (no fill, tap or decap), drive strengths merged, types with 2 or more instances in the layout
cell and count:
clkdlybuf4s50 281, a22oi 137, nand2 89, a21oi 85, mux2i 75, dfxtp 72, o22ai 57, ha 56
nor2 52, a221oi 34, xnor2 27, buf 27, o21ai 26, nand3b 22, xor2 22, mux2 21
inv 14, nand3 14, nor2b 12, a211oi 11, a222oi 11, clkbuf 10, o22a 8, o211ai 8
fa 8, or2 7, nor3 7, nand2b 6, o21bai 5, a21o 4, and2 4, a211o 3
or3 3, clkinvlp 3, nor3b 3, and3 2, clkinv 2
## per-layer routing
layer / GRT usage / share of wire / up-vias
li1: - / - / 4337
met1: 0.550 / 0.37 / 4353
met2: 0.638 / 0.43 / 848
met3: 0.162 / 0.15 / 119
met4: 0.134 / 0.041 / 0
met5: 0 / 0 / -
No activity file was given, so power comes from the tool's default toggle rates.
