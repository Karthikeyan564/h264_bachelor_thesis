==> /design/flow/design.v <==
`timescale 1ns / 1ps
module arbiter(input [71:0] e1h, e1q, e2h, e2q, e3i1, e3i2, satdo1, satdo2, input reqsel1, reqsel2, satdsel1, satdsel2, input [1:0] satsel1, satsel2, output reg [71:0] satd1, satd2, satd_1, satd_2);
reg [71:0] linesel1, linesel2;
always @ (reqsel1 or reqsel2 or satsel1 or satsel2)
begin
case (reqsel1)
    1'b0 : linesel1 <= e1h;
    1'b1 : linesel1 <= e1q;
    default : linesel1 <= e1h;
endcase
case (reqsel2)
    1'b0 : linesel2 <= e2h;
    1'b1 : linesel2 <= e2q;
    default : linesel2 <= e2h;
endcase
case (satsel1)
    2'b00 : satd1 <= linesel1;
    2'b01 : satd1 <= e3i1;
    2'b10 : satd1 <= e3i2;
    2'b11 : satd1 <= linesel1;
    default : satd1 <= linesel1;
endcase
case (satsel2)
    2'b00 : satd2 <= linesel2;
    2'b01 : satd2 <= e3i1;
    2'b10 : satd2 <= e3i2;
    2'b11 : satd2 <= linesel2;
    default : satd1 <= linesel2;
endcase
case (satdsel1)
    1'b0 : satd_1 <= satdo1;
    1'b1 : satd_1 <= satdo2;
    default: satd_1 <= satdo1;
endcase
case (satdsel2)
    1'b0 : satd_2 <= satdo1;
    1'b1 : satd_2 <= satdo2;
    default: satd_1 <= satdo2;
endcase
end
endmodule
==> /design/flow/run.sh <==
#!/bin/bash
# OpenROAD 26Q1-2900-gdf79404cd8, Yosys 0.63+post, stock flow scripts
make -C /OpenROAD-flow-scripts/flow DESIGN_CONFIG=/design/flow/config.mk WORK_HOME=/design/flow/orfs finish
==> /design/flow/config.mk <==
export PLATFORM = sky130hd
export DESIGN_NAME = arbiter
export DESIGN_NICKNAME = arbiter
export VERILOG_FILES = /design/flow/design.v
export SDC_FILE = /design/flow/constraint.sdc
export NUM_CORES = 4
export LEC_CHECK = 1
export CORE_AREA = 10 10 337 337
export DIE_AREA = 0 0 347 347
==> /design/flow/constraint.sdc <==
current_design arbiter

set clk_period 6.3
set clk_io_pct 0.2

create_clock -name clk0 -period $clk_period

set non_clock_inputs [all_inputs -no_clocks]
set_input_delay [expr $clk_period * $clk_io_pct] -clock clk0 $non_clock_inputs
set_output_delay [expr $clk_period * $clk_io_pct] -clock clk0 [all_outputs]
==> flow_summary.toml <==
# physical design summary
[drt]
dr.first_iter.drc_count = 497
first_pass_iters = 5
ant_nets = 0
viasPerCell = 3.40
wl_per_cell_um = 27.7
drc = 0
vias = 10300
drt_wl_total_mm = 83.8

[synthesis]
synth_seq_share = 0
netlist_instances = 826
syn_area_um2 = 7250
yosysCellCount = 826
area_leaders = "o211ai_2 (24%), mux2_2 (22%), mux2i_1 (20%)"
yosysChipArea_um2 = 7250
yosys-top-cells-count = "mux2_2 (144), mux2i_1 (144), nand2_1 (144), nand3b_1 (144), o211ai_2 (140)"
top_cell_area_share = 0.241
synth_cell_type_count = 16
synth_top_cell_by_area = "o211ai_2"
postSynthAreaPerCell_um2 = 8.78
synth_warnings = 1

[final_timing]
final_max_slew_viol_count = 0
fin_crit_sh = 0.796
timing.fmax_ghz = 0.199
rsz0062_at_grt = "false"
hold_viol = 0
fin_crit_ps = 5010
maxSlewHeadroom = 0.350
fin_setup_tns_ps = 0
worst_pin_slew_ps = 948
finalSetupViolations = 0

[worst_setup_path]
cpMostUsedCell = "clkdlybuf4s50_1"
worstSetupEndpointType = "primary output"
start_kind = "input port"
cp.arrival_ps = 3750
crit_fanout = 41
slowest_delay_ps = 550
critPathSlowestCell = "clkdlybuf4s50_1"
required_ps = 5040
crit_chain = "clkdlybuf4s50_1 > inv_1 > ha_4 > nand2b_4 > buf_12 > o211ai_2 > clkdlybuf4s50_1"
critPathKind = "input port to primary output"

[final_layout]
area_delta_synth_final_pct = 140
fin_util = 0.165
nClkBuffers = 0
nFillCells = 11900
flop-count = 0
drive_gt1_frac = 0.200
ff_latch_area_um2 = 0

[place]
port-buffer-count = 872
gp_congestion = 0.956
hpwl_mm = 74.7

[clock_network]
post_cts_resized = 0
postCtsSetupRepairBufs = 0
hold_buffers = 0

[die]
die_area_um2 = 120000
fp_util = 0.0686
pin_count = 872
die_x_um = 347
rows = 119
coreArea_um2 = 106000
chipHeight_um = 347

[power_and_ir_drop]
swShare = 0.395
powerDensity_nw_per_um2 = 80.7
power_leakage_uw = 0.00625
vdd_drop_max_mv = 0.0440
internal-power_uw = 851
p_switching_uw = 554
total_power_uw = 1400

[grt]
antenna_found_initial = 30
grt.total_usage = 0.132
grt_pass1_wl_mm = 107
grt_pass1_vias = 10800
overflow = 0
grt_max_degree = 145

[run]
tool_warnings = 42
drv_cap = 0

[hold_path]
worstHoldStart = "e3i1[62]"
hp-class = "input port to primary output"
hold_path_end = "satd2[62]"
min_path_cells = 4

[outcome]
status = "complete, no violations"
==> how the worst max path moves through the flow <==
stage,from,to,cells past startpoint
after CTS,satsel1[0],satd1[11],7
after global routing,satsel1[0],satd1[11],7
final,satsel1[0],satd1[11],7
==> cells by family after synthesis <==
group,synth area share
buffers and inverters,0.0980
adders and majority gates,0.00690
and+or+nand+nor,0.227
AOI/OAI and AO/OA,0.246
muxes,0.422
==> final cells by class <==
cell class         instances  area, um^2  area share
repair buffers           904        9040       0.519
multi-input cells        726        6590       0.379
well taps               1391        1740       0.100
inverters                  4        15.0    0.000863
diodes                     6        15.0    0.000863
==> layout by cell type (no fill, tap or decap) <==
cell	instances
mux2i_1	144
mux2_2	144
buf_12	6
clkdlybuf4s50_1	868
o211ai_2	140
buf_2	2
buf_6	2
nand3b_1	144
o211ai_1	4
nand2b_4	2
inv_1	4
ha_4	4
diode_2	6
buf_4	26
nand2_1	144
==> metrics by stage <==
| step | std cells | setup WS, ps | hold slack, ps | area [um^2] |
|---|---|---|---|---|
| floorplan | 826 | 2920 | 2590 | 7250 |
| global placement | 3025 | 1230 | 3500 | 17400 |
| detailed placement | 3025 | 1250 | 3500 | 17400 |
| CTS | 3025 | 1240 | 3500 | 17400 |
| global route | 3027 | 1200 | 3530 | 17400 |
| finish | 3031 | 1290 | 3500 | 17400 |
==> power by group through the flow <==
stage    combinational (uW)  clock (uW)  sequential [uW]
4_1_cts                1440           0                0
5_1_grt                1490   0.0000426                0
==> metal layers <==
metal / vias to the layer above / wire length (um) / track usage / share of wire
met4: 14 / 1010 / 0.0106 / 0.012
met3: 68 / 6310 / 0.0384 / 0.075
met2: 573 / 41200 / 0.231 / 0.49
met1: 4908 / 35300 / 0.167 / 0.42
li1: 4747 / - / - / -
met5: - / 96 / 0 / 0.0011
==> critical path, delay by kind of cell <==
| kind | cells | cell delay [ps] |
|---|---|---|
| AND-OR/OR-AND | 1 | 260 |
| adder cells (fa/ha/maj) | 1 | 280 |
| AND/OR/NAND/NOR | 1 | 350 |
| buffers and inverters | 4 | 1550 |
Power is estimated from default activity; no workload was simulated.
