$ cat run.sh
#!/bin/bash
# OpenROAD 26Q1-2900-gdf79404cd8, Yosys 0.63+post, stock flow scripts
make -C /OpenROAD-flow-scripts/flow DESIGN_CONFIG=/design/flow/config.mk WORK_HOME=/design/flow/orfs finish
$ cat config.mk
export PLATFORM = sky130hd
export DESIGN_NAME = RGB2YCbCr
export DESIGN_NICKNAME = RGB2YCbCr
export VERILOG_FILES = /design/flow/design.v
export SDC_FILE = /design/flow/constraint.sdc
export NUM_CORES = 4
export LEC_CHECK = 1
export CORE_UTILIZATION = 50
$ cat constraint.sdc
current_design RGB2YCbCr

set clk_period 12.3
set clk_io_pct 0.2

create_clock -name clk0 -period $clk_period [get_ports {clk}]

set non_clock_inputs [all_inputs -no_clocks]
set_input_delay [expr $clk_period * $clk_io_pct] -clock clk0 $non_clock_inputs
set_output_delay [expr $clk_period * $clk_io_pct] -clock clk0 [all_outputs]
$ cat design.v
module RGB2YCbCr (
   input clk,                                                       
   input rst,                                                       
   input [7:0] R,                                                   
   input [7:0] G,                                                   
   input [7:0] B,                                                   
   output [7:0] Y,                                                  
   output [7:0] Cb,                                                 
   output [7:0] Cr                                                  
);
   reg [7:0] out_Y=0,out_Cb=0,out_Cr=0;
   assign Y = out_Y;
   assign Cb = out_Cb;
   assign Cr = out_Cr;
   always @(posedge clk)begin
       if(~rst) begin
          out_Y <= 0;
          out_Cb <= 0;
          out_Cr <= 0;
       end
       else begin
          out_Y <= 16+(((R<<6)+(R<<1)+(G<<7)+G+(B<<4)+(B<<3)+B)>>8);
          out_Cb <= 128 + ((-((R<<5)+(R<<2)+(R<<1))-((G<<6)+(G<<3)+(G<<1))+(B<<7)-(B<<4))>>8);
          out_Cr <= 128 + (((R<<7)-(R<<4)-((G<<6)+(G<<5)-(G<<1))-((B<<4)+(B<<1)))>>8);
       end
    end
endmodule 
==> flow_metrics.py <==
# Auto-generated metrics
metrics = {
    "cells_and_area": {
        "synthToLayoutAreaGrowth_pct": 12.85,
        "logic_area_mm2": 0.004285,
        "postLayoutCellArea_mm2": 0.006098,
        "proportion_of_layout_cells_with_a_drive_suffix_above_1_pct": 1.970,
        "layout.area.seq_um2": 480.5,
        "final_util_pct": 58.55,
        "fillCellCount": 893,
    },
    "synthesis": {
        "synthesized_area_fraction_occupied_by_and_or_nand_nor_cells_pct": 7.201,
        "synth-async-reset-ratio_pct": 0,
        "synth_flop_count": 24,
        "synth.area.mux_share_pct": 0.5557,
        "yosys.area_share.xor_xnor_pct": 2.917,
        "synth.comb.largest_family": "adder cells",
        "cells_yosys": 559,
        "synth.lib_cells_used.distinct": 50,
        "postSynthAreaPerCell_um2": 9.667,
        "ys_sh_aoi_pct": 9.632,
        "synth-area-yosys_mm2": 0.005404,
        "yosys.stat.seqShare_pct": 8.891,
        "mappedNetlistArea_mm2": 0.005404,
        "synth_top_flop_cell": "sky130_fd_sc_hd__dfxtp_1",
        "instance_tally_after_logic_synthesis": 559,
        "edf_count": 0,
        "synth.cellmix.adderShare_pct": 59.00,
        "yosysWarnings": 1,
    },
    "detailed_routing": {
        "drc": 0,
        "route.detailed.vias_per_inst": 5.036,
        "dr.pass1.iters": 6,
        "wl_um": 11330,
        "drtAntennaViolNets": 0,
        "routedWlPerCell_um": 15.21,
        "num_antenna_cells": 0,
        "detail_route.iter0.violations": 197,
        "detailroute.via_count": 3752,
    },
    "critical_path": {
        "critPathArrivalTime_ns": 7.51,
        "family_of_cells_with_the_greatest_summed_delay_on_the_critical_path": "adder cells",
        "worst_setup_path_end_kind": "flop",
        "timing.critical_path.slowest_stage_cell": "sky130_fd_sc_hd__clkdlybuf4s50_1",
        "max_stage_delay_ns": 0.75,
        "timing.critical_path.fanout_max": 7,
        "cp_data_required_time_ns": 12.46,
        "worstSetupStartpointType": "input pin",
        "critPathBufInv": 4,
        "worst-setup-path-type": "in -> reg",
        "crit_chain": "clkdlybuf4s50_1 > ha_1 > a21o_1 > a21oi_1 > o21bai_1 > a21oi_1 > xnor2_1 > ha_1 > inv_1 > fa_1 > fa_1 > inv_1 > ha_1 > a21o_1 > a21oi_1 > inv_1 > nor4_1 > o31ai_1 > xnor2_1 > nor2_1",
    },
    "timing": {
        "worst-slew-pin-transition_ns": 0.6312,
        "final.setup.tns_ns": 0,
        "timing_hold_violations_final": 0,
        "rsz_0062_raised_after_global_routing": "false",
        "report.final.setup_viol": 0,
        "clock.fmax_mhz": 136.1,
        "holdWs_ns": 3.157,
        "max-slew-margin-rel_pct": 57.66,
        "period_minus_slack_ns": 7.347,
        "timing.final.max_slew_violations": 0,
        "finalCritPeriodShare_pct": 59.73,
        "pnr_worst_setup_slack_ns": 4.953,
    },
    "clock_network": {
        "numClockSinks": 24,
        "clock-root-buffer": "sky130_fd_sc_hd__clkbuf_8",
        "clk_transition_reported_paths_ns": 0.09,
        "cts_inserted_buffers": 3,
        "cts_htree_levels": 1,
        "ctsHoldBuffers": 0,
        "postCtsSetupBuffers": 0,
        "clock_tree_from_tritoncts": "yes",
        "post_cts_resize_count": 0,
        "cts.path.max_buffers": 2,
    },
    "grt": {
        "global_route.overflow_total": 0,
        "via_count_of_the_first_global_routing_pass": 3911,
        "global_route.usage.total_pct": 24.23,
        "number_of_antenna_violations_at_the_first_check_in_global_routing": 0,
        "grt_first_pass_wirelength_um": 19570,
        "largest_net_degree_at_the_start_of_global_routing": 19,
    },
    "job": {
        "maxCapViolations": 0,
        "log.warning_count": 34,
    },
    "floorplanning": {
        "floorplan.die.height_um": 106.0,
        "std_cell_rows": 37,
        "ioPinCount": 50,
        "die_w_um": 106.0,
        "fp-utilization_pct": 51.88,
        "core_mm2": 0.01042,
        "dieArea_mm2": 0.01123,
    },
    "pwr": {
        "share_seq_of_total_power_pct": 10.9,
        "vdd_drop_max_mv": 0.1269,
        "comb_power_share_pct": 84.6,
        "clock_power_share_pct": 4.5,
        "p_switching_uw": 544.2,
        "p_per_area_mw_per_mm2": 184.5,
        "internal_power_uw": 580.9,
        "p_leak_uw": 0.003147,
        "switching_share_pct": 48.37,
    },
    "placement": {
        "io_buffer_count": 49,
        "hpwlAfterDp_um": 10060,
        "dp_worst_setup_slack_ns": 4.653,
        "placed_instance_area_mm2": 0.006057,
        "globalplace.congestion": 0.9765,
    },
    "hold_path": {
        "worstHoldStart": "rst",
        "hold_path_class": "in -> reg",
        "min_path_cells": 2,
        "hold-path-endpoint": "out_Cr[6]",
    },
    "status": {
        "status": "completed",
    },
}
==> cell usage after synthesis, types with 3 or more instances <==
cell type / count / area (um2)
sky130_fd_sc_hd__fa_1: 93 / 1862
sky130_fd_sc_hd__nor3_1: 15 / 75.07
sky130_fd_sc_hd__nor2_1: 12 / 45.04
sky130_fd_sc_hd__nand3_1: 5 / 25.02
sky130_fd_sc_hd__ha_1: 106 / 1326
sky130_fd_sc_hd__mux2i_1: 3 / 30.03
sky130_fd_sc_hd__a211oi_1: 5 / 37.54
sky130_fd_sc_hd__xor2_1: 8 / 70.07
sky130_fd_sc_hd__o21ai_0: 11 / 55.05
sky130_fd_sc_hd__dfxtp_1: 24 / 480.5
sky130_fd_sc_hd__nand4_1: 5 / 31.28
sky130_fd_sc_hd__xnor2_1: 10 / 87.58
sky130_fd_sc_hd__o21bai_1: 4 / 30.03
sky130_fd_sc_hd__a21o_1: 9 / 67.56
sky130_fd_sc_hd__inv_1: 167 / 626.9
sky130_fd_sc_hd__nor4_1: 3 / 18.77
sky130_fd_sc_hd__o21a_1: 6 / 45.04
sky130_fd_sc_hd__o21ai_2: 3 / 26.28
sky130_fd_sc_hd__nand2_1: 13 / 48.80
sky130_fd_sc_hd__and2_1: 3 / 18.77
sky130_fd_sc_hd__nor2b_1: 4 / 25.02
sky130_fd_sc_hd__a21oi_1: 13 / 65.06
==> power groups by stage <==
stage     sequential [uW]  combinational [uW]  clock [uW]
6_report              122                 952        50.8
5_1_grt               125                1110        56.8
4_1_cts               123                 965        53.7
==> cells by family (layout without fill, tap and decap cells) <==
kind of cell / after synthesis / count (layout)
XOR/XNOR: 18 / 18
adder cells (fa/ha/maj): 199 / 199
buffers and inverters: 170 / 220
AND-OR/OR-AND: 71 / 71
multiplexers: 3 / 3
AND/OR/NAND/NOR: 74 / 74
flip-flops: 24 / 24
==> flip-flops by register name, summed over array words and instances, names as in the netlist <==
name    cells
out_Cb      8
out_Cr      8
out_Y       8
==> cell usage in the layout (no fill, tap or decap), types with 5 or more instances in the layout <==
| cell type | count |
|---|---|
| sky130_fd_sc_hd__inv_1 | 167 |
| sky130_fd_sc_hd__nand4_1 | 5 |
| sky130_fd_sc_hd__nor2_1 | 12 |
| sky130_fd_sc_hd__o21ai_0 | 11 |
| sky130_fd_sc_hd__o21a_1 | 6 |
| sky130_fd_sc_hd__nor3_1 | 15 |
| sky130_fd_sc_hd__nand3_1 | 5 |
| sky130_fd_sc_hd__a21oi_1 | 13 |
| sky130_fd_sc_hd__clkdlybuf4s50_1 | 49 |
| sky130_fd_sc_hd__xor2_1 | 8 |
| sky130_fd_sc_hd__fa_1 | 93 |
| sky130_fd_sc_hd__dfxtp_1 | 24 |
| sky130_fd_sc_hd__a21o_1 | 9 |
| sky130_fd_sc_hd__xnor2_1 | 10 |
| sky130_fd_sc_hd__a211oi_1 | 5 |
| sky130_fd_sc_hd__nand2_1 | 13 |
| sky130_fd_sc_hd__ha_1 | 106 |
==> worst max-delay path by stage <==
stage	slack, ns	to	cells after the start	from
after CTS	4.97	out_Cr[7]	20	B[1]
after global routing	4.55	out_Cr[7]	20	B[1]
final	4.95	out_Cr[7]	20	B[1]
==> through the flow <==
step	std cells	power (uW)
final	745	1125
after global routing	745	1296
after floorplan	559	836.2
after detailed placement	742	1084
after CTS	745	1141
after global placement	742	1076
==> cell type report <==
class / count / share of cell area (%)
multi-input cells: 365 / 70.27
well taps: 136 / 2.790
flip-flops and latches: 24 / 7.879
inverters: 168 / 10.34
clock buffers: 3 / 0.6771
repair buffers: 49 / 8.043
==> per-layer routing <==
layer  part of all wire, %  up-vias  track usage (%)
met5                     0        -                0
met4                   1.2        0            2.183
met3                   5.5        6            5.253
met2                    49       81            40.43
met1                    44     1795            35.47
li1                      -     1870                -
No activity file was given, so power comes from the tool's default toggle rates.
